## flow/config.mk

```make
export PLATFORM = sky130hd
export DESIGN_NAME = Bicubic
export DESIGN_NICKNAME = Bicubic
export VERILOG_FILES = /design/flow/design.v
export SDC_FILE = /design/flow/constraint.sdc
export NUM_CORES = 4
export LEC_CHECK = 1
export CORE_UTILIZATION = 50
```

## flow/constraint.sdc

```tcl
current_design Bicubic

set clk_period 48.0
set clk_io_pct 0.2

create_clock -name clk0 -period $clk_period [get_ports {CLK}]

set non_clock_inputs [all_inputs -no_clocks]
set_input_delay [expr $clk_period * $clk_io_pct] -clock clk0 $non_clock_inputs
set_output_delay [expr $clk_period * $clk_io_pct] -clock clk0 [all_outputs]
```

## flow/design.v

```verilog
module Bicubic (
    input CLK,
    input RST,
    input enable,
    input [7:0] input_data,
    output logic [13:0] iaddr,
    output logic ird,
    output logic we,
    output logic [13:0] waddr,
    output logic [7:0] output_data,
    input [6:0] V0,
    input [6:0] H0,
    input [4:0] SW,
    input [4:0] SH,
    input [5:0] TW,
    input [5:0] TH,
    output logic DONE
);
parameter  IDLE=5'd0,PRE_PROCESS=5'd1,DELTA_X=5'd2,DELTA_Y=5'd3,IN16=5'd4,
           JUDGE=5'd5,Y0_ST=5'd6,Y1_ST=5'd7,Y2_ST=5'd8,Y3_ST=5'd9,X_ST=5'd10,
           Y_ST=5'd11,WRITE=5'd12,IN4=5'd13,DONE_ST=5'd14;
reg [4:0] state,next_state,cnt;
reg [6:0] q_x, q_y;
reg [7:0] win [0:15],inter [0:3],out_reg,cal_p_n1,cal_p_0,cal_p_1,
          cal_p_2,cal_result;
reg [17:0] p_x_delta, p_y_delta,cal_x_fp;
reg [24:0] p_x, p_y;        
wire x_match, y_match;
wire [24:0] x_add_delta, y_add_delta;
wire x_match_write, y_match_write;
wire x_jump_IN4;
wire [5:0] div_a=(state==DELTA_X)?SW-'d1:SH-'d1;        
wire [23:0] div_a_temp=div_a << 18;         
wire [5:0] div_b=(state==DELTA_X)?TW-'d1:TH-'d1;
wire [23:0] div_result=div_a_temp / div_b; 
assign DONE=state==DONE_ST;
assign ird='b1;
always @(posedge CLK or posedge RST) begin
    if (RST) begin
        state<=IDLE;
        cnt<=5'd0;  
    end
    else begin
        state<=next_state;
        cnt<=(state!=next_state)?5'd0:cnt+5'd1;
    end
end
always @(*) begin
    case (state)
        IDLE:next_state=(enable)?PRE_PROCESS:IDLE;
        PRE_PROCESS:next_state=DELTA_X;
        DELTA_X:next_state=(cnt==5'd5)?DELTA_Y:DELTA_X;
        DELTA_Y:next_state=(cnt==5'd5)?IN16:DELTA_Y;
        IN16:next_state=(cnt==5'd16)?JUDGE:IN16 ;         
        JUDGE:next_state=(x_match && y_match)?WRITE:(y_match)?Y_ST:(x_match)?X_ST:Y0_ST;
        Y0_ST:next_state=Y1_ST;       
        Y1_ST:next_state=Y2_ST;       
        Y2_ST:next_state=Y3_ST;       
        Y3_ST:next_state=X_ST;        
        X_ST:next_state=WRITE;        
        Y_ST:next_state=WRITE;        
        WRITE:next_state=(q_y==TH-1'd1 && q_x==TW-1'd1)?DONE_ST:(q_x==TW-1'd1)?IN16:(x_jump_IN4)?IN4:JUDGE;
        IN4:next_state=(cnt==5'd4)?JUDGE:IN4;         
        DONE_ST:next_state=IDLE;
        default:next_state=IDLE;
    endcase
end 
always @(*) begin
    case (state)
        Y0_ST:begin
            cal_x_fp=p_x[17:0];
            cal_p_n1=win[0];   
            cal_p_0=win[1];  
            cal_p_1=win[2];  
            cal_p_2=win[3];  
        end 
        Y1_ST:begin
            cal_x_fp=p_x[17:0];
            cal_p_n1=win[4];   
            cal_p_0=win[5];  
            cal_p_1=win[6];  
            cal_p_2=win[7];  
        end 
        Y2_ST:begin
            cal_x_fp=p_x[17:0];
            cal_p_n1=win[8];   
            cal_p_0=win[9];  
            cal_p_1=win[10];  
            cal_p_2=win[11];  
        end 
        Y3_ST:begin
            cal_x_fp=p_x[17:0];
            cal_p_n1=win[12];   
            cal_p_0=win[13];  
            cal_p_1=win[14];  
            cal_p_2=win[15];  
        end 
        X_ST:begin
            cal_x_fp=p_y[17:0];
            cal_p_n1=inter[0];  
            cal_p_0=inter[1];
            cal_p_1=inter[2];
            cal_p_2=inter[3];
        end 
        Y_ST:begin
            cal_x_fp=p_x[17:0];
            cal_p_n1=inter[0];  
            cal_p_0=inter[1];
            cal_p_1=inter[2];
            cal_p_2=inter[3];
        end 
        default:begin
            cal_x_fp=p_x[17:0];
            cal_p_n1=18'd0;
            cal_p_0=18'd0;
            cal_p_1=18'd0;
            cal_p_2=18'd0;
        end 
    endcase
end
always @(*) begin
    case (state)
        IN16:begin
            we=1'b0;
            output_data=8'd0;
            waddr=14'd0;
            case (cnt)
               5'd0:iaddr=(((p_x[24:18]-2'd1)<<6)+((p_x[24:18]-2'd1)<<5)+((p_x[24:18]-2'd1)<<2))+((p_y[24:18]-2'd1));
               5'd1:iaddr=(((p_x[24:18]-2'd0)<<6)+((p_x[24:18]-2'd0)<<5)+((p_x[24:18]-2'd0)<<2))+((p_y[24:18]-2'd1));
               5'd2:iaddr=(((p_x[24:18]+2'd1)<<6)+((p_x[24:18]+2'd1)<<5)+((p_x[24:18]+2'd1)<<2))+((p_y[24:18]-2'd1));
               5'd3:iaddr=(((p_x[24:18]+2'd2)<<6)+((p_x[24:18]+2'd2)<<5)+((p_x[24:18]+2'd2)<<2))+((p_y[24:18]-2'd1));
               5'd4:iaddr=(((p_x[24:18]-2'd1)<<6)+((p_x[24:18]-2'd1)<<5)+((p_x[24:18]-2'd1)<<2))+((p_y[24:18]+2'd0));
               5'd5:iaddr=(((p_x[24:18]-2'd0)<<6)+((p_x[24:18]-2'd0)<<5)+((p_x[24:18]-2'd0)<<2))+((p_y[24:18]+2'd0));
               5'd6:iaddr=(((p_x[24:18]+2'd1)<<6)+((p_x[24:18]+2'd1)<<5)+((p_x[24:18]+2'd1)<<2))+((p_y[24:18]+2'd0));
               5'd7:iaddr=(((p_x[24:18]+2'd2)<<6)+((p_x[24:18]+2'd2)<<5)+((p_x[24:18]+2'd2)<<2))+((p_y[24:18]+2'd0));
               5'd8:iaddr=(((p_x[24:18]-2'd1)<<6)+((p_x[24:18]-2'd1)<<5)+((p_x[24:18]-2'd1)<<2))+((p_y[24:18]+2'd1));
               5'd9:iaddr=(((p_x[24:18]-2'd0)<<6)+((p_x[24:18]-2'd0)<<5)+((p_x[24:18]-2'd0)<<2))+((p_y[24:18]+2'd1));
               5'd10:iaddr=(((p_x[24:18]+2'd1)<<6)+((p_x[24:18]+2'd1)<<5)+((p_x[24:18]+2'd1)<<2))+((p_y[24:18]+2'd1));
               5'd11:iaddr=(((p_x[24:18]+2'd2)<<6)+((p_x[24:18]+2'd2)<<5)+((p_x[24:18]+2'd2)<<2))+((p_y[24:18]+2'd1));
               5'd12:iaddr=(((p_x[24:18]-2'd1)<<6)+((p_x[24:18]-2'd1)<<5)+((p_x[24:18]-2'd1)<<2))+((p_y[24:18]+2'd2));
               5'd13:iaddr=(((p_x[24:18]-2'd0)<<6)+((p_x[24:18]-2'd0)<<5)+((p_x[24:18]-2'd0)<<2))+((p_y[24:18]+2'd2));
               5'd14:iaddr=(((p_x[24:18]+2'd1)<<6)+((p_x[24:18]+2'd1)<<5)+((p_x[24:18]+2'd1)<<2))+((p_y[24:18]+2'd2));
               5'd15:iaddr=(((p_x[24:18]+2'd2)<<6)+((p_x[24:18]+2'd2)<<5)+((p_x[24:18]+2'd2)<<2))+((p_y[24:18]+2'd2));
               default:iaddr=14'd0;
            endcase
        end
        IN4:begin
            we=1'b0;
            output_data=8'd0;
            waddr=14'd0;
            case (cnt)
               5'd0:iaddr=(((p_x[24:18]+2'd2)<<6)+((p_x[24:18]+2'd2)<<5)+((p_x[24:18]+2'd2)<<2))+((p_y[24:18]-2'd1));
               5'd1:iaddr=(((p_x[24:18]+2'd2)<<6)+((p_x[24:18]+2'd2)<<5)+((p_x[24:18]+2'd2)<<2))+((p_y[24:18]+2'd0));
               5'd2:iaddr=(((p_x[24:18]+2'd2)<<6)+((p_x[24:18]+2'd2)<<5)+((p_x[24:18]+2'd2)<<2))+((p_y[24:18]+2'd1));
               5'd3:iaddr=(((p_x[24:18]+2'd2)<<6)+((p_x[24:18]+2'd2)<<5)+((p_x[24:18]+2'd2)<<2))+((p_y[24:18]+2'd2));
                default:iaddr=14'd0;
            endcase
        end
        WRITE:begin
            iaddr=14'd0;
            we=1'b1;
            output_data=out_reg;
            waddr=q_x+q_y*TW;
        end
        default:begin
            output_data=8'd0;
            we=1'b0;
            iaddr=14'd0;
            waddr=14'd0;
        end 
    endcase
end
wire signed [12:0] a, b, c, d;   
assign a=- $signed({1'b0,cal_p_n1})+$signed({1'b0,cal_p_0})+$signed({1'b0,cal_p_0,1'b0}) - $signed({1'b0,cal_p_1}) - $signed({1'b0,cal_p_1,1'b0})+$signed({1'b0,cal_p_2});
assign b=$signed({1'b0,cal_p_n1,1'b0}) - $signed({1'b0,cal_p_0}) - $signed({1'b0,cal_p_0,2'b0})+$signed({1'b0,cal_p_1,2'b0}) - $signed({1'b0,cal_p_2});
assign c=- $signed({1'b0,cal_p_n1})+$signed({1'b0,cal_p_1});
assign d=$signed({1'b0,cal_p_0,1'b0});
wire [17:0] x3, x2, x1;      
wire [35:0] x2_temp,x3_temp;
assign x1=cal_x_fp;
assign x2_temp=x1 * cal_x_fp;
assign x2=x2_temp[35:18];
assign x3_temp=x2 * cal_x_fp;
assign x3=x3_temp[35:18];
wire signed [32:0] result_ext, ax, bx, cx, dx;     
assign ax=$signed(a) * $signed({1'b0,x3});
assign bx=$signed(b) * $signed({1'b0,x2});
assign cx=$signed(c) * $signed({1'b0,x1});
assign dx=$signed({d,18'd0});
assign result_ext=$signed(ax)+$signed(bx)+$signed(cx)+$signed(dx);
assign cal_result=(result_ext[32])?8'd0:(result_ext[32:19] > $signed(14'd255))?'d255:result_ext[26:19]+result_ext[18];   
assign x_match=(p_x[17:13]==5'd0)||(p_x[17:13]==5'b11111);
assign y_match=(p_y[17:13]==5'd0)||(p_y[17:13]==5'b11111);
assign x_add_delta=p_x+p_x_delta;
assign y_add_delta=p_y+p_y_delta;
assign x_match_write=(x_add_delta[17:13]==5'd0)|| (x_add_delta[17:13]==5'b11111);
assign y_match_write=(y_add_delta[17:13]==5'd0)||(y_add_delta[17:13]==5'b11111);
assign x_jump_IN4=x_match_write||(x_add_delta[24:18] > p_x[24:18]);
integer i1;
always @(posedge CLK or posedge RST) begin
    if (RST) begin
        for (i1=0; i1<16; i1=i1+1) begin
            win[i1]<=8'd0;
        end
        for (i1=0; i1<4; i1=i1+1) begin
            inter[i1]<=8'd0;
        end
        out_reg<=8'd0;
        p_x_delta<=18'd0;
        p_y_delta<=18'd0;
        p_x<=25'd0;
        p_y<=25'd0;
        q_x<=25'd0;
        q_y<=25'd0;
    end
    else begin
        case (state)
            PRE_PROCESS:begin
                p_x<={H0,18'd0};
                p_y<={V0,18'd0};
                q_x<=7'd0;
                q_y<=7'd0;
            end
            DELTA_X:p_x_delta<=div_result;
            DELTA_Y:p_y_delta<=div_result;
            IN16:begin
                case (cnt)
                   5'd1:win[00]<=input_data;
                   5'd2:win[01]<=input_data;
                   5'd3:win[02]<=input_data;
                   5'd4:win[03]<=input_data;
                   5'd5:win[04]<=input_data;
                   5'd6:win[05]<=input_data;
                   5'd7:win[06]<=input_data;
                   5'd8:win[07]<=input_data;
                   5'd9:win[08]<=input_data;
                   5'd10:win[09]<=input_data;
                   5'd11:win[10]<=input_data;
                   5'd12:win[11]<=input_data;
                   5'd13:win[12]<=input_data;
                   5'd14:win[13]<=input_data;
                   5'd15:win[14]<=input_data;
                   5'd16:win[15]<=input_data;
                endcase
            end 
            JUDGE:begin
                if (next_state==WRITE) begin
                    out_reg<=win[5];
                end
                if(next_state==Y_ST) begin
                    inter[0]<=win[4];
                    inter[1]<=win[5];
                    inter[2]<=win[6];
                    inter[3]<=win[7];
                end
                else if(next_state==X_ST) begin
                    inter[0]<=win[1];
                    inter[1]<=win[5];
                    inter[2]<=win[9];
                    inter[3]<=win[13];
                end
            end
            Y0_ST:inter[0]<=cal_result;    
            Y1_ST:inter[1]<=cal_result;
            Y2_ST:inter[2]<=cal_result;
            Y3_ST:inter[3]<=cal_result;
            X_ST:out_reg<=cal_result;
            Y_ST: out_reg<=cal_result;
            WRITE:begin
                if (q_x==(TW-'d1)) begin
                    p_x<={H0,{18'd0}};
                    q_x<='d0;
                    if (y_match_write) begin
                        p_y[24:18]<=y_add_delta[24:18]+y_add_delta[17];
                        p_y[17:0]<=25'd0;                           
                    end
                    else begin
                        p_y<=y_add_delta;
                    end
                    q_y<=q_y+'d1;
                end
                else if (x_jump_IN4) begin
                    if (x_match_write) begin
                        p_x[24:18]<=x_add_delta[24:18]+x_add_delta[17];
                        p_x[17:0]<=25'd0;                           
                    end
                    else begin
                        p_x<=x_add_delta;
                    end
                    q_x<=q_x +'d1;
                end
                else begin
                    p_x<=x_add_delta;
                    q_x<=q_x +'d1;
                end
                if (x_jump_IN4) begin
                    win[00]<=win [01];
                    win[01]<=win [02];
                    win[02]<=win [03];
                    win[04]<=win [05];
                    win[05]<=win [06];
                    win[06]<=win [07];
                    win[08]<=win [09];
                    win[09]<=win [10];
                    win[10]<=win [11];
                    win[12]<=win [13];
                    win[13]<=win [14];
                    win[14]<=win [15];
                end
            end
            IN4:begin
                case (cnt)
                   5'd1:win[03]<=input_data;     
                   5'd2:win[07]<=input_data;
                   5'd3:win[11]<=input_data;
                   5'd4:win[15]<=input_data;
                endcase
            end
        endcase
    end
end
endmodule
```

## flow/run.sh

```bash
#!/bin/bash
# OpenROAD 26Q1-2900-gdf79404cd8, Yosys 0.63+post, stock flow scripts
make -C /OpenROAD-flow-scripts/flow DESIGN_CONFIG=/design/flow/config.mk WORK_HOME=/design/flow/orfs finish
```

==> flow_summary.ini <==
; generated from flow reports
[yosys]
synth_cell_type_count = 119
synth_warnings = 4
syn_inst = 9468
yosysSeqAreaShare_pct = 8.766
synth_area_mm2 = 0.07907
top_area_share_pct = 30.89
synthTopCellsByArea = fa_1 31%, ha_1 13%, dfrtp_1 8.8%, inv_1 7.7%, nand2_1 5.8%
async_flop_share_pct = 100.0
ys_chip_area_mm2 = 0.07907
syn_area_per_cell_um2 = 8.352
ys_cells = 9468
numSynthFlops = 277
ys.flop_type = dfrtp_1
edf_count = 0
yosysTopAreaCell = fa_1

[placement]
io_buffers = 84
dp_cells = 12436
hpwl_um = 203100
gp_congestion = 0.9994

[floorplanning]
num_rows = 145
core_area_mm2 = 0.1566
dieHeight_um = 399.7
dieArea_mm2 = 0.1597
io_pins = 86
die_w_um = 399.7
initCoreUtil_pct = 50.50

[setup_path]
cp_common_cell = buf_4
critPathMaxFanout = 7
cp.arrival_ns = 51.93
regToRegEndpoint = p_x_delta[0]
ff2ff_path_depth = 241
timing.rr.start = state[0]
worst_path_max_delay_cell = or4b_4
critPathCaptureType = flop
rrSetupSlack_ns = 4.65
crit_path_max_incr_delay_ns = 0.56
worstSetupPathType = primary input to flop
worstPathRequired_ns = 48.51
cp-start-kind = primary input

[global_routing]
gr-total-overflow = 0
grt_pass1_wl_um = 403600
grt_max_degree = 107
antenna_found_initial = 4
first_global_vias = 72088
grtUsageTotal_pct = 34.54

[drt]
first_iter_violations = 3396
wl_per_cell_um = 19.95
drc_errors = 0
drtAntennaViolNets = 0
routed-via-count = 69770
drt-total-wl_um = 253400
dr.pass1.iters = 7
viasPerCell = 5.494

[cells_and_area]
regMostFlops = win
drive_above_1_share_pct = 18.02
largest_reg_flops = 128
final_cells = 12700
top_regs = win x128, inter x32
area_delta_synth_final_pct = 19.66

[final_timing]
hold-worst-slack_ns = 0.4810
finalCritPeriodShare_pct = 107.1
max_slew_margin_pct = 30.20
fin_tns_setup_ns = -10.57
fmax_mhz = 19.45
rsz0062_at_grt = true
setup_violations = 4
min_period_ns = 51.43
hold_violations = 0
final.setup.worst_slack_ns = -3.427
skew_ns = 0.02341
tightestPinTransition_ns = 1.043
final_max_slew_viol_count = 0

[hold_path]
hp-start = win[0][7]
hold_depth = 2
hold_path_end = win[0][7]
hp-class = flop to flop

[flow_run]
warnings = 59
cap_violations = 0

[clocking]
clock_latency_ns = 0.63
path_clk_slew_ns = 0.07
cts_tree = built
holdBufCountCts = 0
cts-root-buf = clkbuf_16
cts_sinks = 277
clockBufferDepth = 3
cts_made_buffers = 30
htree_levels = 1

[run_status]
status = complete, but fails checks
violations = setup timing
-- critical path, delay by kind of cell --
family	cells	cell delay, ns
AND-OR/OR-AND	101	15.47
AND/OR/NAND/NOR	65	13.39
multiplexers	7	2.02
adder cells (fa/ha/maj)	20	5.26
buffers and inverters	48	6.09
-- routing by layer --
metal	vias up	GRT usage, %	part of all wire [%]
met5	-	0.7869	0.044
met4	2	10.43	4.0
met3	455	10.57	8.5
met2	2312	53.87	47
met1	33989	47.87	41
li1	33012	-	-
-- repair_timing --
item,4_1_cts,5_1_grt
buffers inserted,167,48
gates resized,134,110
endpoints found under the setup margin,6,7
pin swaps,105,121
-- how the worst max path moves through the flow --
stage                 start           end  slack, ns  depth (start not counted)
final                 TW[2]  p_x_delta[0]      -3.43                        241
after global routing  TH[1]  p_x_delta[0]      -5.87                        247
after CTS             TW[0]  p_y_delta[0]      -2.92                        249
-- logic make-up after synthesis --
| logic type | Yosys count | synth area share [%] |
|---|---|---|
| AOI/OAI and AO/OA | 1696 | 13.93 |
| xor gates and xnor gates | 477 | 5.283 |
| adders and majority gates | 2030 | 43.70 |
| buffers and inverters | 2010 | 9.610 |
| DFF | 277 | 8.766 |
| muxes | 172 | 2.318 |
| other | 1 | 0.004743 |
| and+or+nand+nor | 2805 | 16.39 |
-- cell type report --
cell class	count	area, µm²
multi-input combinational	7181	66350
fill	13449	61950
timing repair buffer	1504	11600
sequential	277	6932
inverter	1626	6113
tap	2058	2575
clock buffer	39	844.6
clock inverter	14	197.7
antenna	1	2.502
-- layout by cell type, fill, tap and decap left out, types with 24 or more instances in the layout --
cell | netlist | final
a211oi_1 | 34 | 27
a21o_1 | 113 | 112
a21oi_1 | 463 | 437
a22o_1 | 49 | 49
a22oi_1 | 86 | 85
a31oi_1 | 56 | 51
and2_1 | 186 | 183
and3_1 | 43 | 38
and4_1 | 44 | 44
buf_4 | 3 | 1398
clkbuf_16 | 0 | 30
clkdlybuf4s50_1 | 0 | 73
dfrtp_1 | 277 | 277
fa_1 | 1220 | 1220
ha_1 | 810 | 783
ha_4 | 0 | 24
inv_1 | 1615 | 1609
mux2_2 | 78 | 71
mux2i_1 | 90 | 69
nand2_1 | 1223 | 1211
nand2b_1 | 109 | 106
nand3_1 | 82 | 75
nand4_1 | 40 | 40
nor2_1 | 682 | 654
nor2b_1 | 67 | 65
nor3_1 | 104 | 91
nor4_1 | 38 | 32
o211ai_1 | 34 | 34
o21a_1 | 64 | 63
o21ai_0 | 360 | 318
o21ai_1 | 23 | 34
o21ai_2 | 0 | 29
o21bai_1 | 108 | 106
o221ai_1 | 34 | 33
o22ai_1 | 48 | 46
o31ai_1 | 40 | 30
or2_2 | 39 | 36
or3_1 | 43 | 38
xnor2_1 | 344 | 331
xor2_1 | 133 | 127
-- synthesized netlist by cell type (all sizes together), types with 42 or more instances --
cell type / number
dfrtp: 277
clkbuf: 332
o21ai: 383
nor2b: 67
or2: 46
nor2: 682
a21o: 113
a31oi: 57
or3: 45
nand2: 1223
o21a: 64
o21bai: 108
ha: 810
a22oi: 86
a21oi: 466
nor4: 42
and4: 45
nor3: 106
inv: 1619
mux2: 80
buf: 52
mux2i: 92
o22ai: 50
nand3: 84
xor2: 133
and3: 43
and2: 187
xnor2: 344
fa: 1220
a22o: 49
nand2b: 109
-- through the flow --
stage | area [µm²] | utilization [%] | setup slack (ns)
after floorplan | 79980 | - | -7.184
after global placement | 91020 | 58.13 | -5.194
after detailed placement | 91020 | 58.13 | -5.838
after CTS | 93830 | 59.93 | -2.921
after global routing | 94620 | 60.43 | -5.872
final | 94620 | 60.43 | -3.427
